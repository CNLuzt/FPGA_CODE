`flow/constraint.sdc`:
```
current_design UART_PORT

set clk_period 3.4
set clk_io_pct 0.2

create_clock -name clk0 -period $clk_period [get_ports {clk}]

set non_clock_inputs [all_inputs -no_clocks]
set_input_delay [expr $clk_period * $clk_io_pct] -clock clk0 $non_clock_inputs
set_output_delay [expr $clk_period * $clk_io_pct] -clock clk0 [all_outputs]
```
`flow/config.mk`:
```
export PLATFORM = sky130hd
export DESIGN_NAME = UART_PORT
export DESIGN_NICKNAME = UART_PORT
export VERILOG_FILES = /design/flow/design.v
export SDC_FILE = /design/flow/constraint.sdc
export NUM_CORES = 4
export LEC_CHECK = 1
export CORE_UTILIZATION = 50
```
`flow/design.v`:
```
module UART_PORT(
	clk		,
	rst_n	,
	rx_uart	,
	tx_vld	,
	tx_data	,	
	rx_data	,
	uart_tx
);
input		  			clk;
input	  	  			rst_n;
input	  				rx_uart;
input					tx_vld;
input	[8-1:0]		tx_data;
output[8-1:0]		rx_data;
output			   uart_tx;
wire 	[8-1:0] 		rx_data;
wire 					uart_tx;
uart_rx UART_RX(
	.clk	(clk),
	.rst_n	(rst_n),
	.rx_uart(rx_uart),
	.rx_data(rx_data)
);
uart_tx UART_TX(
	.clk	(clk),
	.rst_n	(rst_n),
	.tx_vld	(tx_vld),
	.tx_data(tx_data),
	.uart_tx(uart_tx)
);
endmodule
module uart_rx(
    clk     ,
    rst_n   ,
    rx_uart ,
    rx_data
);
parameter   DATA_R =    8;
parameter   DATA_0 =   13;
parameter   DATA_1 =    4;
input                               clk;
input                             rst_n;
input                           rx_uart;
output      [DATA_R-1:0]        rx_data;
reg         [DATA_R-1:0]        rx_data;
reg         [DATA_0-1:0]           cnt0;
wire                           add_cnt0;
wire                           end_cnt0;
reg         [DATA_1-1:0]       cnt1    ;
wire                           add_cnt1;
wire                           end_cnt1;
wire                              nedge;
reg								    flag_add;
always @(posedge clk or negedge rst_n)begin
    if(!rst_n)begin
        cnt0 <= 0;
    end
    else if(add_cnt0)begin
        if(end_cnt0)
            cnt0 <= 0;
        else
            cnt0 = cnt0 + 1'b1;
    end
end
assign add_cnt0 = flag_add;
assign end_cnt0 = add_cnt0 && cnt0 == 5208 - 1;
always @(posedge clk or negedge rst_n)begin
    if(!rst_n)begin
        cnt1 <= 0;
    end
    else if(add_cnt1)begin
        if(end_cnt1)
            cnt1 <= 0;
        else
            cnt1 <= cnt1 + 1'b1;
    end
end
assign add_cnt1 = end_cnt0;
assign end_cnt1 = add_cnt1 && cnt1 == 9 - 1;
reg[2:0]        uart_sync;
always @(posedge clk or negedge rst_n)begin
    if(!rst_n)begin
        uart_sync <= 3'b111;
    end
    else
        uart_sync <= {uart_sync[1:0],rx_uart};
end
assign nedge = uart_sync[2:1] == 2'b10;
always @(posedge clk or negedge rst_n)begin
    if(!rst_n)begin
        flag_add <= 0;
    end
    else if(nedge)begin
        flag_add <= 1;
    end
    else if(end_cnt1)begin
        flag_add <= 0;
    end
end
always @(posedge clk or negedge rst_n)begin
    if(!rst_n)begin
        rx_data <= 8'h00;
    end
    else if (add_cnt0 && cnt0 == 5208/2 - 1 && cnt1 > 0) begin
        rx_data[cnt1 - 1] <= rx_uart;
    end
end
endmodule
module uart_tx(
    clk     ,
    rst_n   ,
    tx_vld  ,
    tx_data ,
    uart_tx
);
parameter   DATA_T =            8;
parameter   DATA_0 =           13;
parameter   DATA_1 =            4;
input                         clk;
input                       rst_n;
input                      tx_vld;
input       [DATA_T-1:0]  tx_data;
output                    uart_tx;
reg					      uart_tx;
reg         [DATA_0-1:0]     cnt0;
wire                     add_cnt0;
wire                     end_cnt0;
reg         [DATA_1-1:0]     cnt1;
wire                     add_cnt1;
wire                     end_cnt1;
reg                      add_flag;
reg         [9:0]    tx_data_temp;
wire                    load_data;
wire                      en_send;
always @(posedge clk or negedge rst_n)begin
    if(!rst_n)begin
        cnt0 <= 0;
    end
    else if(add_cnt0)begin
        if(end_cnt0)
            cnt0 <= 0;
        else
            cnt0 <= cnt0 + 1'b1;
    end
end
assign add_cnt0 = add_flag;
assign end_cnt0 = add_cnt0 && cnt0 == 5208 - 1;
always @(posedge clk or negedge rst_n)begin
    if(!rst_n)begin
        cnt1 <= 0;
    end
    else if(add_cnt1)begin
        if(end_cnt1)
            cnt1 <= 0;
        else
            cnt1 <= cnt1 + 1'b1;
    end
end
assign add_cnt1 = end_cnt0;
assign end_cnt1 = add_cnt1 && cnt1 == 10 - 1;
always @(posedge clk or negedge rst_n)begin
    if(!rst_n)begin
        add_flag <= 0;
    end
    else if(tx_vld)begin
        add_flag <= 1;
    end
    else if(end_cnt1)begin
        add_flag <= 0;
    end
end
always @(posedge clk or negedge rst_n)begin
    if(!rst_n)begin
        tx_data_temp <= 0;
    end
    else if(load_data)begin
        tx_data_temp <= {1'b1,tx_data,1'b0};
    end
end
assign load_data = tx_vld && !add_flag;
always @(posedge clk or negedge rst_n)begin
    if(!rst_n)begin
        uart_tx <= 1; 
    end
    else if(en_send)begin
        uart_tx <= tx_data_temp[cnt1];
    end
end
assign en_send = add_cnt0 && cnt0 == 0;
endmodule
```
`flow/run.sh`:
```
#!/bin/bash
# OpenROAD 26Q1-2900-gdf79404cd8, Yosys 0.63+post, stock flow scripts
make -C /OpenROAD-flow-scripts/flow DESIGN_CONFIG=/design/flow/config.mk WORK_HOME=/design/flow/orfs finish
```
==> CHANGELOG.md <==
## Implementation

- Status: completed
- Die ar.: 0.00662 mm2
- Hold EP: UART_RX.uart_sync[1]
- YS warnings: 2
- Area of the mapped netlist: 0.00315 mm2
- Core area: 0.00599 mm2
- Final antenna-violating net count: 0
- Pin count of the biggest net entering global routing: 58
- CTS sink cnt: 57
- CTS Buf Count: 9
- TritonCTS clock tree: built
- Layout cells sized above 1: 15.8%
- Clock transition at path regs: 70 ps
- Main logic family after synthesis: simple AND/OR/NAND/NOR gates
- Combined global-route utilization of all metal layers: 19.3%
- Yosys stat area: 0.00315 mm2
- Crit-path cells: inv_1, ha_1, a211oi_1, a21oi_1, nor2_1, o21ai_0, ha_1, nor4b_1, nand4_1, a21o_4, nor4_1, mux2_1
- Xor+xnor area frac: 6.91%
- Syn Inst Count: 301
- Capture point of the worst reg-to-reg path: UART_RX.rx_data[3]
- DR iter-0 viols: 115
- R2R Setup Slk: 290 ps
- Placer Congestion: 0.841
- Gr ovfl total: 0
- First-pass GRT wire length: 9470 um
- Yosys cell types: 50
- Synth Area in Adders: 6.35%
- Simple share: 21.9%
- Least-Margin Pin Slew: 774 ps
- Worst rel slew slack: 48.3%
- Vias in the first global route: 1996
- Top cell area share: 42.1%
- Crit path kind: reg -> reg
- Worst Hold Launch: UART_RX.uart_sync[0]
- Hold_buf cts: 0
- Syn_area_per_cell: 10.5 um2
- Max Clock Freq: 321 MHz
- Slowest-stage cell, CP: dfrtp_1
- Die H: 81.4 um
- Setup Buffers After CTS: 0
- Critical Path Most Common Cell: ha_1
- Final hold vios: 0
- Clock Tree Buf Depth: 2
- Ys cells: 301
- Drt wl/cell: 13.7 um
- # H-tree levels: 3
- Mux area share: 8.50%
- Leakage Power: 1.54 nW
- Critical path data required time: 3610 ps
- Initial Util: 52.6%
- CTS root buffer: clkbuf_8
- CP startpoint kind: register
- Tcrit/Tclk final: 91.5%
- Most instantiated library cell after synthesis: dfrtp_1
- Final HPWL DP: 3740 um
- EDFF count, synth: 0
- RSZ-0062 raised after global routing: yes
- IO buf count: 20
- Worst hold path type: reg -> reg
- Clock skew: 8.14 ps
- Pwr Density: 523 mW/mm2
- Max incr delay on CP: 400 ps
- FFs w/ async S/R, synth: 100%
- Synth Register Bits: 57
- Worst vdd ir: 359 uV
- DRC violations left: 0
- Largest area contributor in the netlist: dfrtp_1
- Insertion Delay late pin: 330 ps
- Most common reg cell: dfrtp_1
- Initial antenna violation count: 0
- Max-cap viol count: 0
- Hold WS: 356 ps
- Worst r2r src: UART_RX.cnt1[1]
- Kind of end point of the critical path: register
- Synth Seq Share: 45.4%
- FF-to-FF path depth: 12
- Synth cell count leaders: 53 x dfrtp_1, 32 x nor2_1, 31 x nand2_1
- Slew Limit Fails: 0
- # diodes: 0
- Area Overhead vs Synth: 16.0%
- Biggest area cells: dfrtp_1 42%, ha_1 6.4%, mux2_2 3.9%
- Critical Path AT: 3330 ps
- Hold path depth: 0
- Fin util: 61.0%
- Complex Gates by Area: 7.86%
- Post-CTS sizing: 0
- Ports: 21
- Total Wirelength: 5550 um
- Vias per Instance: 5.57
- Tool warnings: 32
- Max FO, Critical Path: 7
- Chip width: 81.4 um
- Final setup viols: 0
- Min cycle time layout: 3110 ps
- Routed vias: 2251
- DRT Pass-1 Iters: 4
- Num rows: 28
==> worst max-delay path by stage <==
stage / startpoint / endpoint / slack [ps] / depth (start not counted)
final: UART_RX.cnt1[1] / UART_RX.rx_data[3] / 290 / 12
after global routing: UART_RX.cnt1[1] / UART_RX.rx_data[3] / -7 / 12
after CTS: UART_RX.cnt1[1] / UART_RX.rx_data[1] / 300 / 12
==> cell usage in the layout, fill, tap and decap left out, drive strengths merged, types with 2 or more instances in the layout <==
cell type,synthesis,final
and3,6,6
a22o,2,2
nor2,32,32
clkdlybuf4s50,0,19
nor3,8,8
bufinv,0,2
buf,4,5
mux2,20,20
nand3,11,11
nor4,5,5
mux2i,2,2
dfrtp,53,53
and4b,2,2
a211oi,3,3
or2,4,4
xnor2,12,12
nand3b,3,3
a21oi,5,5
ha,16,16
nor2b,2,2
nand4,11,11
o22ai,2,2
a21o,2,2
nor4b,5,5
xor2,12,12
nand2,31,31
clkinvlp,0,2
inv,11,11
or4b,2,2
dfstp,4,4
clkbuf,8,12
o21ai,10,10
==> registers in the layout, indices dropped and copies added, names as in the netlist <==
signal,flops
UART_RX.flag_add,1
UART_TX.tx_data_temp,9
UART_RX.uart_sync,3
UART_TX.add_flag,1
UART_RX.cnt0,13
UART_RX.cnt1,4
UART_TX.cnt1,4
UART_RX.rx_data,8
UART_TX.cnt0,13
UART_TX.uart_tx,1
==> report_power, final <==
group	internal, mW	leakage, nW	switching (mW)
Clock	0.453	0.109	0.269
Combinational	0.149	0.705	0.133
Sequential	0.787	0.726	0.122
Total	1.39	1.54	0.523
==> critical path: cells and delay by family (launching register included) <==
| family | cells | cell delay, ps |
|---|---|---|
| AND/OR/NAND/NOR | 4 | 890 |
| buffers and inverters | 1 | 120 |
| AND-OR/OR-AND | 4 | 650 |
| adder cells (fa/ha/maj) | 2 | 590 |
| multiplexers | 1 | 360 |
| flip-flops | 1 | 400 |
==> logic make-up after synthesis <==
family	Yosys count
simple gates	125
flops	57
compound gates	33
xor+xnor	24
buf+inv	23
mux	23
fa+ha+maj	16
==> cell type report <==
| cell class | count | area (um2) |
|---|---|---|
| Clock buffer | 12 | 155 |
| Clock inverter | 4 | 75.1 |
| Fill cell | 479 | 2330 |
| Inverter | 11 | 41.3 |
| Multi-Input combinational cell | 221 | 1630 |
| Sequential cell | 57 | 1430 |
| Tap cell | 75 | 93.8 |
| Timing Repair Buffer | 24 | 225 |
==> routing by layer <==
metal | GRT usage [%] | part of all wire, %
met5 | 0 | 0
met4 | 2.50 | 1.6
met3 | 4.68 | 4.1
met2 | 25.8 | 41
met1 | 33.6 | 53
==> metrics by stage <==
stage | power, mW | setup WS (ps) | cells | area, um2 | setup TNS [ps]
global route | 2.03 | -7.25 | 404 | 3660 | -7.25
CTS | 1.93 | 303 | 404 | 3640 | 0
floorplan | 1.10 | 142 | 301 | 3150 | 0
detailed placement | 1.20 | 311 | 388 | 3410 | 0
finish | 1.91 | 288 | 404 | 3660 | 0
global placement | 1.20 | 386 | 388 | 3410 | 0
Power figures rest on the tool's default switching activity, not on a simulated workload.
