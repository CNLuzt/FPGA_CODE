File: run.sh
#!/bin/bash
# OpenROAD 26Q1-2900-gdf79404cd8, Yosys 0.63+post, stock flow scripts
make -C /OpenROAD-flow-scripts/flow DESIGN_CONFIG=/design/flow/config.mk WORK_HOME=/design/flow/orfs finish
File: config.mk
export PLATFORM = sky130hd
export DESIGN_NAME = iic
export DESIGN_NICKNAME = iic
export VERILOG_FILES = /design/flow/design.v
export SDC_FILE = /design/flow/constraint.sdc
export NUM_CORES = 4
export LEC_CHECK = 1
export CORE_UTILIZATION = 40
File: constraint.sdc
current_design iic

set clk_period 5.2
set clk_io_pct 0.2

create_clock -name clk0 -period $clk_period [get_ports {clk}]

set non_clock_inputs [all_inputs -no_clocks]
set_input_delay [expr $clk_period * $clk_io_pct] -clock clk0 $non_clock_inputs
set_output_delay [expr $clk_period * $clk_io_pct] -clock clk0 [all_outputs]
File: design.v
module iic(
    clk             , 
    rst_n           , 
    word_addr       , 
    wr              , 
    wr_data         , 
    wr_data_valid   , 
    rd              , 
    rd_data         , 
    rd_data_valid   , 
    iic_scl         , 
    iic_sda         , 
    done              
);
parameter CTR_BYTE  =   8'hA0;                   
parameter SYS_CLOCK =   50_000_000;              
parameter SCL_CLOCK =   400_000;                 
parameter SCL_CNT_M =   SYS_CLOCK / SCL_CLOCK;   
parameter W_ADDR    =   16;                      
parameter WR_DATA   =   8;                       
parameter RD_DATA   =   8;                       
parameter CNT0_DATA =   7;                       
parameter CNT1_BYTE =   6;                       
parameter WDATA	    =	50;						 
parameter CNT_PHASE =   2;                       
input                   clk;
input                   rst_n;
input   [W_ADDR-1:0]    word_addr;
input                   wr;
input   [WR_DATA-1:0]   wr_data;
input                   rd;
output                  wr_data_valid;
output  [RD_DATA-1:0]   rd_data;
output                  rd_data_valid;
output                  iic_scl;
output                  done;
inout                   iic_sda;
reg                     wr_data_valid;
reg     [RD_DATA-1:0]   rd_data;
reg                     rd_data_valid;
reg                     iic_scl;
reg                     done;
reg                     iic_out;
wire                    iic_in;
reg                     iic_en;
reg     [CNT0_DATA-1:0] cnt_sclk;
wire                    add_cnt_sclk;
wire                    end_cnt_sclk;
reg     [CNT1_BYTE-1:0] cnt_byte;
wire                    add_cnt_byte;
wire                    end_cnt_byte;
wire                    scl0;
wire                    scl1;
wire                    start_flag;
wire                    stop_flag;
wire                    wr_flag;
reg					    	sclk_valid;
reg	  [CNT1_BYTE-1:0]	cnt_byte_num;
reg	  [WDATA-1:0]		wdata;
wire							rd_flag;
wire                    rd2_start;
assign iic_sda = iic_en?iic_out:1'bz;
assign iic_in = iic_sda;
always @(posedge clk or negedge rst_n)begin
    if(!rst_n)begin
        cnt_sclk <= 0;
    end
    else if(add_cnt_sclk)begin
        if(end_cnt_sclk)
            cnt_sclk <= 0;
        else
            cnt_sclk <= cnt_sclk + 1'b1;
    end
end
assign add_cnt_sclk = sclk_valid;
assign end_cnt_sclk = add_cnt_sclk && cnt_sclk == SCL_CNT_M - 1;
always @(posedge clk or negedge rst_n)begin
    if(!rst_n)begin
        cnt_byte <= 0;
    end
    else if(add_cnt_byte)begin
        if(end_cnt_byte)
            cnt_byte <= 0;
        else
            cnt_byte <= cnt_byte + 1'b1;
    end
end
assign add_cnt_byte = end_cnt_sclk;
assign end_cnt_byte = add_cnt_byte && cnt_byte == cnt_byte_num - 1;
always @(posedge clk or negedge rst_n)begin
    if(!rst_n)begin
        sclk_valid <= 0;
    end
    else if(wr || rd)begin
        sclk_valid <= 1'b1;
    end
    else if(end_cnt_byte)begin
        sclk_valid <= 1'b0;
    end
end
always @(posedge clk or negedge rst_n)begin
    if(!rst_n)begin
        iic_scl <= 1;
    end
    else if(scl0)begin
        iic_scl <= 0;
    end
    else if(scl1)begin
        iic_scl <= 1;
    end
end
assign scl0         =   (add_cnt_sclk && cnt_sclk == SCL_CNT_M-1) && (!start_flag) && (!stop_flag) && !end_cnt_byte && !rd2_start;   
assign scl1         =   cnt_sclk == ((SCL_CNT_M >> 1) - 1) && add_cnt_sclk;                                                          
assign start_flag   =   (add_cnt_sclk && cnt_sclk == 0) && cnt_byte == 0;                                                            
assign stop_flag    =   (add_cnt_sclk && cnt_sclk == SCL_CNT_M-1) && cnt_byte == cnt_byte_num - 2;                                   
assign rd2_start    =   add_cnt_byte && cnt_byte == 28 && rd_data_valid;                                                             
always @(posedge clk or negedge rst_n)begin
    if(!rst_n)begin
        iic_out <= 1;
    end
    else if(wr_flag)begin
        iic_out <= wdata[(WDATA - 1) - cnt_byte];
    end
end
assign wr_flag = cnt_sclk == ((SCL_CNT_M >> 2) - 1) && add_cnt_sclk;
always @(posedge clk or negedge rst_n)begin
    if(!rst_n)begin
        rd_data <= 8'b0;
    end
    else if(rd_flag)begin
        rd_data <= {rd_data[6:0],iic_in};
    end
end
assign rd_flag = (cnt_sclk == ((3*(SCL_CNT_M >> 2)) - 1)) && add_cnt_sclk && (cnt_byte >= 39) && (cnt_byte < 47) && rd_data_valid;
always @(posedge clk or negedge rst_n)begin
    if(!rst_n)begin
        rd_data_valid <= 0;
    end
    else if(rd && !wr && !sclk_valid)begin
        rd_data_valid <= 1;
    end
    else if((wr && !rd && !sclk_valid) || end_cnt_byte)begin
        rd_data_valid <= 0;
    end
end
always @(posedge clk or negedge rst_n)begin
    if(!rst_n)begin
        wr_data_valid <= 0;
    end
    else if(wr && !rd && !sclk_valid)begin
        wr_data_valid <= 1;
    end
    else if((rd && !wr && !sclk_valid) || end_cnt_byte)begin
        wr_data_valid <= 0;
    end
end
always @(*)begin
    if(wr_data_valid)begin
        cnt_byte_num = 6'd39;
        wdata = {1'b0,CTR_BYTE | 8'h00,1'b0,word_addr[15:8],1'b0,word_addr[7:0],1'b0,wr_data,1'b0,1'b0,1'b1,11'b0};
    end
    else if(rd_data_valid)begin
        cnt_byte_num = 6'd50;
        wdata = {1'b0,CTR_BYTE | 8'h00,1'b0,word_addr[15:8],1'b0,word_addr[7:0],1'b0,1'b1,1'b0,CTR_BYTE | 8'h01,1'b0,8'b0,1'b1,1'b0,1'b1};
    end
	else begin
		  cnt_byte_num = 0;
        wdata = 0;
	end
end
always @(posedge clk or negedge rst_n)begin
    if(!rst_n)begin
        done <= 0;
    end
    else if(end_cnt_byte)begin
        done <= 1;
    end
    else
        done <= 0;
end
always @(posedge clk or negedge rst_n)begin
    if(!rst_n)begin
        iic_en <= 0;
    end
    else if(wr && !rd && !sclk_valid)begin
        iic_en <= 1;
    end
    else if((rd && !wr && !sclk_valid) || (rd_data_valid && (cnt_byte == 0 || cnt_byte == 46) && add_cnt_byte))begin
        iic_en <= 1;
    end
    else if(rd_data_valid && cnt_byte == 38 && add_cnt_byte)begin
        iic_en <= 0;
    end
	else if(done)begin
		iic_en <= 0;
	end
end
endmodule
==> flow_summary.html <==
<h3>Run summary</h3>
<table>
<tr><th>Metric</th><th>Value</th></tr>
<tr><th colspan="2">Outcome</th></tr>
<tr><td>Result of the run</td><td>stopped before the end</td></tr>
<tr><td>Stopped at</td><td>4_1_cts</td></tr>
<tr><td>Log Error</td><td>[error] [KeplerFormal.cpp:679] Workflow failed: Iso has multiple drivers: .iic_sda0, iic_sda$_DFFE_PN1P_.Q0</td></tr>
<tr><th colspan="2">Logic synthesis</th></tr>
<tr><td>Ys async rst share</td><td>100%</td></tr>
<tr><td>Largest cells by area after synthesis</td><td>sky130_fd_sc_hd__dfrtp_1 (34%), sky130_fd_sc_hd__ha_1 (5.4%), sky130_fd_sc_hd__mux2_2 (4.9%)</td></tr>
<tr><td>Top cell types by occurrence after synthesis</td><td>sky130_fd_sc_hd__dfrtp_1 (25), sky130_fd_sc_hd__inv_1 (12), sky130_fd_sc_hd__nor2_1 (12), sky130_fd_sc_hd__nand2_1 (11), sky130_fd_sc_hd__nand3_1 (10)</td></tr>
<tr><td>Avg Inst Size Synth</td><td>9.40 sq um</td></tr>
<tr><td>EDFF count, synth</td><td>0</td></tr>
<tr><td>YS chip area</td><td>1840 sq um</td></tr>
<tr><td>Fraction of synthesized cell area taken by the top area cell type</td><td>33.9%</td></tr>
<tr><td>Distinct cell type count of the synthesized netlist</td><td>50</td></tr>
<tr><td>Biggest area consumer among synthesized cells</td><td>sky130_fd_sc_hd__dfrtp_1</td></tr>
<tr><td>Leading cell type by number of instances after synthesis</td><td>sky130_fd_sc_hd__dfrtp_1</td></tr>
<tr><td>Ys Warns</td><td>2</td></tr>
<tr><td>Register bit total from synthesis</td><td>27</td></tr>
<tr><td>Instance tally after logic synthesis</td><td>196</td></tr>
<tr><td>Sequential share of the synthesized area</td><td>36.8%</td></tr>
<tr><td>Post-Synthesis Cell Area</td><td>1840 sq um</td></tr>
<tr><td># Cells Yosys</td><td>196</td></tr>
<tr><td>Top flip-flop cell by instance count after synthesis</td><td>sky130_fd_sc_hd__dfrtp_1</td></tr>
<tr><th colspan="2">Placement</th></tr>
<tr><td># port buffers</td><td>39</td></tr>
<tr><td>Area of placed instances</td><td>2270 sq um</td></tr>
<tr><td>Post-place setup slack</td><td>2.52 ns</td></tr>
<tr><td>DP Wirelength</td><td>2940 um</td></tr>
<tr><td>Last weighted congestion value of the routability-driven placer</td><td>0.845</td></tr>
<tr><th colspan="2">CTS</th></tr>
<tr><td>Post-CTS Resized</td><td>0</td></tr>
<tr><td>Number of H-tree levels</td><td>1</td></tr>
<tr><td>Buffer count from post-CTS setup fixing</td><td>0</td></tr>
<tr><td>Number of clock sinks</td><td>27</td></tr>
<tr><td>Clock tree root buffer cell</td><td>sky130_fd_sc_hd__clkbuf_8</td></tr>
<tr><td>Clock buffer count from CTS</td><td>3</td></tr>
<tr><td>Hold Buf Count CTS</td><td>0</td></tr>
<tr><td>Buffer depth of the longest clock path</td><td>2</td></tr>
<tr><th colspan="2">Die</th></tr>
<tr><td>Core Density at Floorplan</td><td>42.0%</td></tr>
<tr><td>Boundary Pins</td><td>41</td></tr>
<tr><td>Horizontal die dimension</td><td>69.9 um</td></tr>
<tr><td>Height of the die</td><td>69.9 um</td></tr>
<tr><td>Number of placement rows</td><td>24</td></tr>
</table>
-- cell families after synthesis --
| logic type | share of synthesized area, % |
|---|---|
| xor+xnor | 4.75 |
| simple gates | 23.2 |
| flops | 36.8 |
| compound gates | 14.9 |
| mux | 9.64 |
| buf+inv | 5.23 |
| fa+ha+maj | 5.43 |
-- stage by stage --
step	std cells	hold WS [ns]	utilization (%)	power, uW
after floorplan	196	0.456	-	403
after global placement	278	0.492	51.7	465
after detailed placement	278	0.496	51.7	470
Power is estimated from default activity; no workload was simulated.
