**config.mk**
```make
export PLATFORM = sky130hd
export DESIGN_NAME = uart_tx_multibyte
export DESIGN_NICKNAME = uart_tx_multibyte
export VERILOG_FILES = /design/flow/design.v
export SDC_FILE = /design/flow/constraint.sdc
export NUM_CORES = 4
export LEC_CHECK = 1
export CORE_UTILIZATION = 40
```
**run.sh**
```bash
#!/bin/bash
# OpenROAD 26Q1-2900-gdf79404cd8, Yosys 0.63+post, stock flow scripts
make -C /OpenROAD-flow-scripts/flow DESIGN_CONFIG=/design/flow/config.mk WORK_HOME=/design/flow/orfs finish
```
**constraint.sdc**
```tcl
current_design uart_tx_multibyte

set clk_period 5.4
set clk_io_pct 0.2

create_clock -name clk0 -period $clk_period [get_ports {clk}]

set non_clock_inputs [all_inputs -no_clocks]
set_input_delay [expr $clk_period * $clk_io_pct] -clock clk0 $non_clock_inputs
set_output_delay [expr $clk_period * $clk_io_pct] -clock clk0 [all_outputs]
```
**design.v**
```verilog
module my_uart_tx(
   clk      ,   
   rst_n    ,   
   data     ,   
   send_en  ,   
   baud_set ,   
   uart_tx  ,   
   tx_done      
);
parameter   DATA_W   =  8;
parameter   SET_W    =  3;
parameter   BYTE_D   =  10;
parameter   BAUT_W   =  17;
parameter   BYTE_W   =  4;
input                   clk;
input                   rst_n;
input    [DATA_W-1:0]   data;
input                   send_en;
input    [SET_W-1:0]    baud_set;
output                  uart_tx;
output                  tx_done;
reg                     uart_tx;
reg                     tx_done;
reg      [BAUT_W-1:0]   cnt_baud;
reg      [BAUT_W-1:0]   baud;
wire                    add_cnt_baud;
wire                    end_cnt_baud;
reg      [BYTE_W-1:0]   cnt_byte;
wire                    add_cnt_byte;
wire                    end_cnt_byte;              
reg      [BYTE_D-1:0]   uart_data;
reg                     cnt_baud_flag;
always @(posedge clk or negedge rst_n)begin
   if(!rst_n)
      cnt_baud <= 0;
   else if(add_cnt_baud)begin
      if(end_cnt_baud)
         cnt_baud <= 0;
      else
         cnt_baud <= cnt_baud + 1'b1;
   end
end
assign add_cnt_baud = cnt_baud_flag;
assign end_cnt_baud = add_cnt_baud && cnt_baud == baud - 1;
always @(posedge clk or negedge rst_n)begin
   if(!rst_n)
      cnt_byte <= 0;
   else if(add_cnt_byte)begin
      if(end_cnt_byte)
         cnt_byte <= 0;
      else
         cnt_byte <= cnt_byte + 1'b1;
   end
end
assign add_cnt_byte = end_cnt_baud;
assign end_cnt_byte = add_cnt_byte && cnt_byte == BYTE_D - 1;
always @(posedge clk or negedge rst_n)begin
   if(!rst_n)
      uart_tx <= 1;
   else if(cnt_baud == 0 && add_cnt_baud)
      uart_tx <= uart_data[cnt_byte];
end
always @(posedge clk or negedge rst_n)begin
   if(!rst_n)
      uart_data <= 10'b0;
   else if(!cnt_baud_flag && send_en)
      uart_data <= {1'b1,data,1'b0};
end
always @(posedge clk or negedge rst_n)begin
   if(!rst_n)
      cnt_baud_flag <= 0;
   else if(send_en)
      cnt_baud_flag <= 1;
   else if(end_cnt_byte)
      cnt_baud_flag <= 0;
end
always @(*)begin
   case(baud_set)
      3'd0:baud = 17'd83333; 
      3'd1:baud = 17'd41666; 
      3'd2:baud = 17'd20833; 
      3'd3:baud = 17'd10416; 
      3'd4:baud = 17'd5208 ; 
      3'd5:baud = 17'd2604 ; 
      3'd6:baud = 17'd1302 ; 
      3'd7:baud = 17'd868  ; 
      default:
         baud = 0;
   endcase
end
always @(posedge clk or negedge rst_n)begin
   if(!rst_n)
      tx_done <= 0;
   else if(end_cnt_byte)
      tx_done <= 1;
   else
      tx_done <= 0;
end
endmodule
`timescale 1ns / 1ns
module uart_tx_multibyte(
   clk      ,   
   rst_n    ,   
   data_n   ,   
   trans_go ,   
   uart_tx      
);
parameter   IDLE     =  3'b001;   
parameter   S1       =  3'b010;   
parameter   S2       =  3'b100;   
parameter   DATAN_W  =  40;    
parameter   CNTBY_N  =  5;     
parameter   CNTBY_W  =  3;     
parameter   DATA_W   =  8;     
parameter   STATE_W  =  3;     
input                   clk;
input                   rst_n;
input    [DATAN_W-1:0]  data_n;
input                   trans_go;
output                  uart_tx;
wire                    uart_tx;
reg      [CNTBY_W-1:0]  cnt_bytes;
wire                    add_cnt_bytes;
wire                    end_cnt_bytes;
reg                     cnt_bytes_flag;
wire                    tx_done;
reg      [DATA_W-1:0]   data;
reg                     send_en;
reg      [STATE_W-1:0]  state_c;
reg      [STATE_W-1:0]  state_n;
wire                    IDLE2S1_start;
wire                    S12S2_start;   
wire                    S22S1_start ;  
wire                    S22IDLE_start ;
reg      [DATAN_W-1:0]  data_tmp;
my_uart_tx my_uart_tx(
   .clk        (clk),       
   .rst_n      (rst_n),     
   .data       (data),      
   .send_en    (send_en),   
   .baud_set   (4'd4),      
   .uart_tx    (uart_tx),   
   .tx_done    (tx_done)    
);
always @(posedge clk or negedge rst_n)begin
   if(!rst_n)
      cnt_bytes <= 0;
   else if(add_cnt_bytes)begin
      if(end_cnt_bytes)
         cnt_bytes <= 0;
      else
         cnt_bytes <= cnt_bytes + 1'b1;
   end
end
assign add_cnt_bytes = cnt_bytes_flag;
assign end_cnt_bytes = add_cnt_bytes && cnt_bytes == CNTBY_N - 1;
always @(*)begin
   if(tx_done)
      cnt_bytes_flag = 1;
   else
      cnt_bytes_flag = 0;
end
always @(posedge clk or negedge rst_n)begin
   if(!rst_n)
      state_c <= IDLE;
   else
      state_c <= state_n;
end
always @(*)begin
   case(state_c)
      IDLE:begin
         if(IDLE2S1_start)
            state_n = S1;
         else
            state_n = state_c;
      end
      S1:begin
         if(S12S2_start)
            state_n = S2;
         else
            state_n = state_c;
      end
      S2:begin
         if(S22S1_start)
            state_n = S1;
         else if(S22IDLE_start)
            state_n = IDLE;
         else
            state_n = state_c;
      end
      default:
         state_n = IDLE;
   endcase
end
assign IDLE2S1_start =  state_c==IDLE  && trans_go;
assign S12S2_start   =  state_c==S1    && send_en;
assign S22S1_start   =  state_c==S2    && tx_done && !end_cnt_bytes;
assign S22IDLE_start =  state_c==S2    && end_cnt_bytes;
always @(posedge clk or negedge rst_n)begin
   if(!rst_n)
      send_en <= 0;
   else if(state_c == S1)
      send_en <= 1;
   else
      send_en <= 0;
end
always @(posedge clk or negedge rst_n)begin
   if(!rst_n)begin
      data <= 0;
      data_tmp <= 0;      
   end
	else if(state_c == IDLE)begin
		data <= 0;
		data_tmp <= data_n;
	end
   else if(state_c == S1 && !send_en)begin
      data <= data_tmp[7:0];
      data_tmp <= {data_tmp[7:0],data_tmp[DATAN_W-1:8]};
   end
end
endmodule
```
==> out/metrics.cfg <==
[layout]
drive_gt1_frac = 0.0898
syn_to_final_growth_pct = 18.5
fin_cells = 556
n_fill_cell = 894
postLayoutCellArea_um2 = 4740

[floorplanning]
die_area_um2 = 10400
die_y_um = 102
coreArea_um2 = 9730
die_w_um = 102
ios = 44
num_rows = 36
fp-utilization = 0.411

[cts]
postCtsResizedCells = 0
cts_root_buf = clkbuf_8
clk_latency_ns = 0.34
cts_setup_buffers = 0
clk_pin_slew_ns = 0.09
clkSinkCount = 88
cts_tree = yes
cts-htree-levels = 3
clockBufferDepth = 2
hold_buffers = 0
cts_made_buffers = 9

[job]
tool_warnings = 28
drv_cap = 0

[placed_design]
gp_congestion = 0.844
dp_hpwl_um = 4790
portBuffers = 43
place_area_um2 = 4510
dp_slack_ns = 3.26
dp_cells = 540

[setup_path]
path_delay_family = flip-flops
slowest_delay_ns = 0.53
critPathLaunchType = register
cp.required_ns = 4.32
cp-end-kind = output port
worstSetupStartpoint = my_uart_tx.uart_tx
cp_slowest_cell = dfstp_2
critical_path_arrival_ns = 1.32
critical_path.max_fanout = 2
r2r-start = state_c[0]
cp_num_buf_inv = 1
critPathKind = reg2out
crit_chain = clkdlybuf4s50_1

[drt]
drt-total-wl_um = 7080
drtAntennaViolNets = 0
routedWlPerCell_um = 12.7
drc = 0
drt_first_pass_iters = 4
routed-via-count = 2687
drt_first_iter_violations = 81
via_per_inst = 4.83
antenna-diode-count = 0

[timing]
slew-limit-headroom = 0.545
finalCritPeriodShare = 0.444
hold_viol_final = 0
finClkSkew_ns = 0.00912
slew_viol_final = 0
min_period_ns = 2.40
setup_tns_ns = 0
setup_violations = 0
fin_ws_ns = 3.00
rsz0062_at_grt = no
worstMarginPinSlew_ns = 0.681
max_freq_ghz = 0.417

[yosys]
ys.flops = 88
syn_avg_cell_area_um2 = 10.4
seq_area_frac_synth = 0.551
yosysWarnings = 2
ys_area_um2 = 4000
syn_area_um2 = 4000
ys_cells = 383
synthCells = 383
yosys.cell_types.count = 38

[global_route]
grt_pass1_wl_um = 12400
grt_max_degree = 75
grt-ovfl-total = 0
antenna_found_initial = 0
grtUsageTotal = 0.154
grt_pass1_vias = 2670

[power]
power_mw = 1.67
powerDensity_nw_per_um2 = 352
power_leakage_nw = 2.17
ir_drop_mv = 0.131

[outcome]
status = complete, no violations

[hold_path]
hold_class = reg2reg
min_from = state_c[2]

-- logic make-up (layout without fill, tap and decap cells) --
kind of cell / Yosys count / after routing / share of synthesized area
buffers and inverters: 33 / 73 / 0.0388
DFF: 88 / 88 / 0.551
and+or+nand+nor: 131 / 131 / 0.147
adders and majority gates: 6 / 6 / 0.0188
muxes: 47 / 47 / 0.126
xor gates and xnor gates: 15 / 15 / 0.0329
AOI/OAI and AO/OA: 63 / 63 / 0.0851
-- cells in the mapped netlist --
library cell	count	area share
a21oi_1	10	0.013
inv_1	9	0.0085
mux2_2	11	0.031
o21ai_0	39	0.049
nor3_1	1	0.0013
o21bai_1	1	0.0019
and2_4	1	0.0022
nand3_1	9	0.011
clkinv_1	1	0.00094
a311o_1	1	0.0025
or2_2	1	0.0016
o22ai_1	2	0.0031
o211ai_1	1	0.0019
a31oi_1	8	0.013
and3b_1	2	0.0044
a211oi_1	1	0.0019
nor3b_1	1	0.0019
mux2i_1	34	0.085
nand2_1	70	0.066
nor2_1	22	0.021
xor2_1	7	0.015
nand2b_1	2	0.0031
nand4b_1	1	0.0022
nand4_1	6	0.0094
buf_2	7	0.0088
dfrtp_1	86	0.54
or4_1	1	0.0019
mux2_4	1	0.0038
xnor2_1	8	0.018
buf_6	3	0.0085
dfstp_2	2	0.013
clkbuf_1	12	0.011
and3_1	8	0.013
ha_1	6	0.019
nor2b_1	2	0.0031
buf_1	1	0.00094
mux4_2	1	0.0056
nor4_1	4	0.0063
-- stage by stage --
step	hold WS (ns)	util
6_report	0.446	0.487
5_1_grt	0.456	0.487
4_1_cts	0.449	0.487
3_5_place_dp	0.421	0.463
3_3_place_gp	0.419	0.463
2_1_floorplan	0.388	-
-- power by group --
group,internal (mW),switching [mW]
clock network,0.287,0.224
logic,0.134,0.109
registers,0.827,0.0892
total,1.25,0.422
-- area by class of cell --
type	instances	area [um2]	share of cell area
Sequential cell	88	2200	0.465
Multi-Input combinational cell	262	1640	0.346
Timing Repair Buffer	47	458	0.0966
Tap cell	133	166	0.0351
Clock buffer	12	155	0.0327
Clock inverter	4	76.3	0.0161
Inverter	10	37.5	0.00792
-- sequential cells by signal, indices dropped and copies added, names as in the netlist --
| signal | cells |
|---|---|
| data_tmp | 40 |
| my_uart_tx.cnt_baud | 17 |
| my_uart_tx.uart_data | 9 |
| data | 8 |
| my_uart_tx.cnt_byte | 4 |
| cnt_bytes | 3 |
| state_c | 3 |
| my_uart_tx.cnt_baud_flag | 1 |
| my_uart_tx.tx_done | 1 |
| my_uart_tx.uart_tx | 1 |
| send_en | 1 |
-- path summary, 6_finish.rpt --
check                                     endpoint  slack (ns)  cells past startpoint
setup / recovery                           uart_tx        3.00                      1
hold / removal                             send_en        0.45                      0
setup reg to reg                      data_tmp[39]        3.37                      4
hold reg to reg                            send_en        0.45                      0
max in group asynchronous              data_tmp[5]        3.70                      2
min in group asynchronous  my_uart_tx.cnt_baud[14]        0.72                      1
-- routing by layer --
layer | global-route usage | share of wire
met1 | 0.249 | 0.51
met5 | 0 | 0
met4 | 0.0253 | 0.018
met3 | 0.0278 | 0.038
met2 | 0.231 | 0.43
-- layout by cell type, fill, tap and decap left out, drive strengths merged, types with 4 or more instances in the layout --
cell and instances:
and3 8, mux2 12, xnor2 8, nand4 6
clkbuf 12, a31oi 8, xor2 7, inv 9
o21ai 39, a21oi 10, clkdlybuf4s50 42, dfrtp 86
nand3 9, nor2 22, buf 5, mux2i 34
ha 6, nand2 70, nor4 4
No activity file was given, so power comes from the tool's default toggle rates.
